==> /design/flow/design.v <==
module ALUMux(s, out, i0, i1, i2, i3, i4, i5, i6, i7);
parameter N = 32;
input wire [N-1:0] i0, i1, i2, i3, i4, i5, i6, i7;
input wire [3:0]s;
output reg [N-1:0]out;
always @(i0, i1, i2, i3, i4, i5, i6, i7, s)
begin
	case(s)
		3'b000 : out <= i0;
      3'b001 : out <= i1;
      3'b010 : out <= i2;
      3'b011 : out <= i3;
      3'b100 : out <= i4;
      3'b101 : out <= i5;
      3'b110 : out <= i6;
      3'b111 : out <= i7;
		default: out <= 3'b000;
	endcase
end
endmodule
==> /design/flow/run.sh <==
#!/bin/bash
# OpenROAD 26Q1-2900-gdf79404cd8, Yosys 0.63+post, stock flow scripts
make -C /OpenROAD-flow-scripts/flow DESIGN_CONFIG=/design/flow/config.mk WORK_HOME=/design/flow/orfs finish
==> /design/flow/config.mk <==
export PLATFORM = sky130hd
export DESIGN_NAME = ALUMux
export DESIGN_NICKNAME = ALUMux
export VERILOG_FILES = /design/flow/design.v
export SDC_FILE = /design/flow/constraint.sdc
export NUM_CORES = 4
export LEC_CHECK = 1
export CORE_AREA = 10 10 120 120
export DIE_AREA = 0 0 130 130
==> /design/flow/constraint.sdc <==
current_design ALUMux

set clk_period 6.3
set clk_io_pct 0.2

create_clock -name clk0 -period $clk_period

set non_clock_inputs [all_inputs -no_clocks]
set_input_delay [expr $clk_period * $clk_io_pct] -clock clk0 $non_clock_inputs
set_output_delay [expr $clk_period * $clk_io_pct] -clock clk0 [all_outputs]
==> results_dict.tcl <==
# implementation run metrics
set metrics [dict create \
    diodes 0 \
    finalCoreUtilization_pct 46.20 \
    ys_types 27 \
    grt_start_max_net_pins 75 \
    die_y_um 130 \
    routed_wl_um 16000 \
    power_density_mw_per_mm2 57.52 \
    endpoint_kind "primary output" \
    post-route-drc-count 0 \
    fin_crit_sh_pct 80.13 \
    criticalPathCategory "in2out" \
    overflow 0 \
    wl_met3_um 1727 \
    postSynthSeqShare_pct 0 \
    fmax_mhz 198.1 \
    clock_buffers 0 \
    port_buffers 292 \
    synth.avg_cell_area_sq_um 6.756 \
    cp.arrival_ns 3.79 \
    seq_cell_count 0 \
    synthesis.area_sq_mm 0.002554 \
    drtPass1Iterations 4 \
    wl_met2_um 7851 \
    lay_top_count "clkdlybuf4s50_1" \
    syn2layout_area_growth_pct 115.5 \
    mostFrequentLayoutCells "clkdlybuf4s50_1, and3b_1, o21ai_0" \
    vias_per_cell 4.994 \
    grt_usage_pct 17.56 \
    cts_resized 0 \
    maxSlewHeadroom_pct 35.79 \
    dieWidth_um 130 \
    ys_cells 378 \
    gp_congestion 0.8913 \
    drv_cap 0 \
    pin_count 292 \
    synth-warning-count 1 \
    fp_util_pct 21.44 \
    hp-class "in2out" \
    wl_met1_um 6417 \
    postCtsSetupRepairBufs 0 \
    grt_pass1_vias 3936 \
    min_period_ns 5.048 \
    fin_ws_ns 1.252 \
    post-place-ws_ns 1.193 \
    status "complete, no violations" \
    report.final.slew_viol_count 0 \
    cp_max_fo 21 \
    setup_tns_ns 0 \
    worstMarginPinSlew_ns 0.9632 \
    dp_hpwl_um 13030 \
    layout-drive-gt1-share_pct 7.765 \
    ir_drop_mv 0.02406 \
    holdBufCountCts 0 \
    antenna_found_initial 0 \
    dieArea_sq_mm 0.01690 \
    grt_pass1_wl_um 23340 \
    synth.area.top_cells "and3b_1, mux2_2, o21ai_0" \
    dr_total_vias 3885 \
    flop_area_sq_um 0 \
    yosysTopAreaCellShare_pct 21.61 \
    top_layer_used "met3" \
    core_area_sq_mm 0.01191 \
    cp.required_ns 5.04 \
    detail-route-antenna-nets 0 \
    rsz0062_at_grt "false" \
    synth_cells 378 \
    p_leak_nw 2.238 \
    top_area_cell "and3b_1" \
    holdPathStages 4 \
    hold_violations 0 \
    setup-violations-final 0 \
    tool_warnings 32 \
    startpoint_type "input port" \
    drt_iter0_drc 157 \
    rows 40 \
    ys_chip_area_sq_mm 0.002554 \
    wl_per_cell_um 20.56 \
]
==> path summary, 6_finish.rpt <==
kind | startpoint | endpoint | slack, ns
max | s[3] | out[18] | 1.25
min | i4[26] | out[26] | 3.48
==> metal layers <==
metal,up-vias,GRT usage [%]
met4,0,0.06614
met5,-,0
met1,1746,21.02
li1,1957,-
met3,0,6.255
met2,182,31.27
==> power breakdown <==
part	switching (mW)	total [mW]	internal [mW]
Combinational	0.0905	0.316	0.226
Clock	0	0	0
Sequential	0	0	0
Total	0.0905	0.316	0.226
==> metrics by stage <==
step	instances	total power, mW	hold WS (ns)	cell area, sq um
3_3_place_gp	778	0.3175	3.471	5503
2_1_floorplan	378	0.09822	2.602	2554
3_5_place_dp	778	0.3187	3.480	5503
4_1_cts	778	0.3207	3.481	5503
6_report	778	0.3165	3.476	5503
5_1_grt	778	0.3439	3.501	5503
==> cell families (layout without fill, tap and decap cells) <==
logic type / after synthesis / count (layout) / share of synthesized area, %
and+or+nand+nor: 199 / 199 / 54.09
AOI/OAI and AO/OA: 99 / 99 / 23.18
buffers and inverters: 49 / 302 / 9.064
muxes: 31 / 31 / 13.67
==> critical path, cell delays in order <==
cell and delay, ns:
clkdlybuf4s50_1 0.56, and3b_1 0.92, buf_4 0.34, a22oi_1 0.10
nand4_1 0.12, clkdlybuf4s50_1 0.47
==> layout make-up <==
cell class,count,area (sq um)
Fill cell,1194,6409
Timing Repair Buffer,302,2985
Multi-Input combinational cell,329,2333
Tap cell,147,183.9
==> cells in the mapped netlist <==
cell type	n
a22o_1	1
or3b_2	1
nand2_1	31
nand3_1	2
nor2_2	1
a22oi_1	30
a21oi_1	2
nor2_1	1
and4bb_1	1
o21ai_1	9
nand4_1	31
a221o_1	1
buf_2	23
clkbuf_1	21
o211ai_1	1
and3_1	31
nor2b_1	3
nor4b_2	1
buf_4	5
nand4bb_1	1
a22oi_2	1
and3b_1	63
nand2b_1	1
mux2_2	31
a21boi_0	1
nor3b_1	31
o21ai_0	53
No activity file was given, so power comes from the tool's default toggle rates.
